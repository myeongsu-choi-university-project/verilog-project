==> flow/run.sh <==
#!/bin/bash
# OpenROAD 26Q1-2900-gdf79404cd8, Yosys 0.63+post, stock flow scripts
make -C /OpenROAD-flow-scripts/flow DESIGN_CONFIG=/design/flow/config.mk WORK_HOME=/design/flow/orfs finish
==> flow/config.mk <==
export PLATFORM = sky130hd
export DESIGN_NAME = vm
export DESIGN_NICKNAME = vm
export VERILOG_FILES = /design/flow/design.v
export SDC_FILE = /design/flow/constraint.sdc
export NUM_CORES = 4
export LEC_CHECK = 1
export CORE_AREA = 10 10 96 96
export DIE_AREA = 0 0 106 106
==> flow/constraint.sdc <==
current_design vm

set clk_period 2.9
set clk_io_pct 0.2

create_clock -name clk0 -period $clk_period [get_ports {clk}]

set non_clock_inputs [all_inputs -no_clocks]
set_input_delay [expr $clk_period * $clk_io_pct] -clock clk0 $non_clock_inputs
set_output_delay [expr $clk_period * $clk_io_pct] -clock clk0 [all_outputs]
==> flow/design.v <==
module vm(
    input [1:0] coin_in,
    input beverage_take,
    input change_take,
    input clk,
    input rstn,
    output reg [4:0] money_account,
    output reg beverage_out,
    output reg [1:0] change_out
);
reg [4:0] c_state;
reg [4:0] n_state;
reg c_beverage_state, n_beverage_state;
reg c_change_state, n_change_state;
reg [4:0] temp_c_state;
localparam not_take = 1'b0;
localparam take = 1'b1;
localparam [4:0] S0 = 5'b00000;
localparam [4:0] S1 = 5'b00001;
localparam [4:0] S2 = 5'b00010;
localparam [4:0] S3 = 5'b00011;
localparam [4:0] S4 = 5'b00100;
localparam [4:0] S5 = 5'b00101;
localparam [4:0] S6 = 5'b00110;
localparam [4:0] S7 = 5'b00111;
localparam [4:0] S8 = 5'b01000;
localparam [4:0] S9 = 5'b01001;
localparam [4:0] S10 = 5'b01010;
localparam [4:0] S11 = 5'b01011;
localparam [4:0] S12 = 5'b01100;
localparam [4:0] S13 = 5'b01101;
localparam [4:0] S14 = 5'b01110;
localparam [4:0] S15 = 5'b01111;
localparam [4:0] S16 = 5'b10000;
localparam [4:0] S17 = 5'b10001;
localparam [4:0] S18 = 5'b10010;
localparam [4:0] S19 = 5'b10011;
localparam [4:0] S20 = 5'b10100;
localparam [4:0] S21 = 5'b10101;
localparam [4:0] S22 = 5'b10110;
localparam [4:0] S23 = 5'b10111;
localparam [4:0] S24 = 5'b11000;
localparam [4:0] S25 = 5'b11001;
always@(posedge clk or negedge rstn) begin
    if(!rstn) begin
        c_state = S0;
        c_beverage_state = not_take;
        c_change_state = not_take;
        temp_c_state = S0;
    end else begin
        temp_c_state = c_state;
        c_state = n_state;
        c_beverage_state = n_beverage_state;
        c_change_state = n_change_state;
    end
end
always@(*) begin
    n_beverage_state = c_beverage_state;
    if(coin_in == 2'b01 && beverage_take == 1'b1 || coin_in == 2'b10 && beverage_take == 1'b1 || 
            coin_in == 2'b01 && change_take == 1'b1 || coin_in == 2'b10 && change_take == 1'b1 ||
            beverage_take == 1'b1 && change_take == 1'b1) begin n_beverage_state = not_take; end
    else if(beverage_take == 1'b0) begin n_beverage_state = not_take; end
    else if(beverage_take == 1'b1) begin n_beverage_state = take; end
end
always@(*) begin
    n_state = c_state;
    if(coin_in == 2'b01 && beverage_take == 1'b1 || coin_in == 2'b10 && beverage_take == 1'b1 || 
        coin_in == 2'b01 && change_take == 1'b1 || coin_in == 2'b10 && change_take == 1'b1 || 
        beverage_take == 1'b1 && change_take == 1'b1) begin n_state = n_state; end
    else begin
        case(n_state) 
            S0: begin
                if(change_take == 1'b1 || c_change_state == take) n_state = S0;
                else if(beverage_take == 1'b1) n_state = S0;
                else if(coin_in == 2'b10) n_state = S5; 
                else if(coin_in == 2'b01) n_state = S1; 
            end
            S1: begin
                if(change_take == 1'b1 || c_change_state == take) n_state = S0;
                else if(beverage_take == 1'b1) n_state = S1; 
                else if(coin_in == 2'b10) n_state = S6; 
                else if(coin_in == 2'b01) n_state = S2; 
            end
            S2: begin
                if(change_take == 1'b1 || c_change_state == take) n_state = S1;
                else if(beverage_take == 1'b1) n_state = S2; 
                else if(coin_in == 2'b10) n_state = S7; 
                else if(coin_in == 2'b01) n_state = S3; 
            end
            S3: begin
                if(change_take == 1'b1 || c_change_state == take) n_state = S2;
                else if(beverage_take == 1'b1) n_state = S3; 
                else if(coin_in == 2'b10) n_state = S8; 
                else if(coin_in == 2'b01) n_state = S4; 
            end
            S4: begin
                if(change_take == 1'b1 || c_change_state == take) n_state = S3;
                else if(beverage_take == 1'b1) n_state = S4; 
                else if(coin_in == 2'b10) n_state = S9; 
                else if(coin_in == 2'b01) n_state = S5; 
            end
            S5: begin 
                if(change_take == 1'b1 || c_change_state == take) n_state = S0;
                else if(beverage_take == 1'b1) n_state = S5; 
                else if(coin_in == 2'b10) n_state = S10; 
                else if(coin_in == 2'b01) n_state = S6; 
            end
            S6: begin
                if(change_take == 1'b1 || c_change_state == take) n_state = S1;
                else if(beverage_take == 1'b1) n_state = S6; 
                else if(coin_in == 2'b10) n_state = S11; 
                else if(coin_in == 2'b01) n_state = S7; 
            end
            S7: begin
                if(change_take == 1'b1 || c_change_state == take) n_state = S2;
                else if(beverage_take == 1'b1) n_state = S7; 
                else if(coin_in == 2'b10) n_state = S12; 
                else if(coin_in == 2'b01) n_state = S8; 
            end
            S8: begin
                if(change_take == 1'b1 || c_change_state == take) n_state = S3;
                else if(beverage_take == 1'b1) n_state = S8;
                else if(coin_in == 2'b10) n_state = S13; 
                else if(coin_in == 2'b01) n_state = S9; 
            end
            S9: begin
                if(change_take == 1'b1 || c_change_state == take) n_state = S4;
                else if(beverage_take == 1'b1) n_state = S9; 
                else if(coin_in == 2'b10) n_state = S14; 
                else if(coin_in == 2'b01) n_state = S10; 
            end
            S10: begin
                if(change_take == 1'b1 || c_change_state == take) n_state = S5;
                else if(beverage_take == 1'b1) n_state = S0; 
                else if(coin_in == 2'b10) n_state = S15; 
                else if(coin_in == 2'b01) n_state = S11; 
            end
            S11: begin
                if(change_take == 1'b1 || c_change_state == take) n_state = S6;
                else if(beverage_take == 1'b1) n_state = S1; 
                else if(coin_in == 2'b10) n_state = S16; 
                else if(coin_in == 2'b01) n_state = S12; 
            end
            S12: begin
                if(change_take == 1'b1 || c_change_state == take) n_state = S7;
                else if(beverage_take == 1'b1) n_state = S2; 
                else if(coin_in == 2'b10) n_state = S17; 
                else if(coin_in == 2'b01) n_state = S13; 
            end
            S13: begin
                if(change_take == 1'b1 || c_change_state == take) n_state = S8;
                else if(beverage_take == 1'b1) n_state = S3; 
                else if(coin_in == 2'b10) n_state = S18; 
                else if(coin_in == 2'b01) n_state = S14; 
            end
            S14: begin
                if(change_take == 1'b1 || c_change_state == take) n_state = S9;
                else if(beverage_take == 1'b1) n_state = S4; 
                else if(coin_in == 2'b10) n_state = S19; 
                else if(coin_in == 2'b01) n_state = S15; 
            end
            S15: begin
                if(change_take == 1'b1 || c_change_state == take) n_state = S10;
                else if(beverage_take == 1'b1) n_state = S5; 
                else if(coin_in == 2'b10) n_state = S20; 
                else if(coin_in == 2'b01) n_state = S16; 
            end
            S16: begin
                if(change_take == 1'b1 || c_change_state == take) n_state = S11;
                else if(beverage_take == 1'b1) n_state = S6; 
                else if(coin_in == 2'b10) n_state = S21; 
                else if(coin_in == 2'b01) n_state = S17; 
            end
            S17: begin
                if(change_take == 1'b1 || c_change_state == take) n_state = S12;
                else if(beverage_take == 1'b1) n_state = S7; 
                else if(coin_in == 2'b10) n_state = S22; 
                else if(coin_in == 2'b01) n_state = S18; 
            end
            S18: begin
                if(change_take == 1'b1 || c_change_state == take) n_state = S13;
                else if(beverage_take == 1'b1) n_state = S8;
                else if(coin_in == 2'b10) n_state = S23; 
                else if(coin_in == 2'b01) n_state = S19; 
            end
            S19: begin
                if(change_take == 1'b1 || c_change_state == take) n_state = S14;
                else if(beverage_take == 1'b1) n_state = S9; 
                else if(coin_in == 2'b10) n_state = S24;
                else if(coin_in == 2'b01) n_state = S20;
            end
            S20: begin
                if(change_take == 1'b1 || c_change_state == take) n_state = S15; 
                else if(beverage_take == 1'b1) n_state = S10;
                else if(coin_in == 2'b10) n_state = S25; 
                else if(coin_in == 2'b01) n_state = S21; 
            end
            S21, S22, S23, S24, S25: begin
                if(change_take == 1'b1 || c_change_state == take) n_state = S15; 
                else if(beverage_take == 1'b1) n_state = S10; 
                else if(coin_in == 2'b10) n_state = S25; 
                else if(coin_in == 2'b01) n_state = S21; 
                else n_state = S20;
            end
        endcase
    end
end
always@(*) begin
    n_change_state = c_change_state;
    if(coin_in == 2'b01 && beverage_take == 1'b1 || coin_in == 2'b10 && beverage_take == 1'b1 || 
        coin_in == 2'b01 && change_take == 1'b1 || coin_in == 2'b10 && change_take == 1'b1 || 
        beverage_take == 1'b1 && change_take == 1'b1) begin n_change_state = not_take; end
    else if(c_change_state == take && temp_c_state != S0) begin n_change_state = take; end
    else if(change_take == 1'b0) begin n_change_state = not_take; end 
    else if(change_take == 1'b1) begin n_change_state = take; end
end
always@(c_beverage_state or temp_c_state) begin
    case(c_beverage_state) 
        not_take:
            beverage_out = 1'b0;
        take: 
            case(temp_c_state)
                S0: beverage_out = 1'b0;
                S1: beverage_out = 1'b0;
                S2: beverage_out = 1'b0;
                S3: beverage_out = 1'b0;
                S4: beverage_out = 1'b0;
                S5: beverage_out = 1'b0;
                S6: beverage_out = 1'b0;
                S7: beverage_out = 1'b0;
                S8: beverage_out = 1'b0;
                S9: beverage_out = 1'b0;
                default : beverage_out = 1'b1;
            endcase
    endcase
end
always@(c_state) begin
    case(c_state)
    S0: begin money_account = 5'b00000; end
    S1: begin money_account = 5'b00001; end
    S2: begin money_account = 5'b00010; end
    S3: begin money_account = 5'b00011; end
    S4: begin money_account = 5'b00100; end
    S5: begin money_account = 5'b00101; end
    S6: begin money_account = 5'b00110; end
    S7: begin money_account = 5'b00111; end
    S8: begin money_account = 5'b01000; end
    S9: begin money_account = 5'b01001; end 
    S10: begin money_account = 5'b01010; end
    S11: begin money_account = 5'b01011; end
    S12: begin money_account = 5'b01100; end
    S13: begin money_account = 5'b01101; end
    S14: begin money_account = 5'b01110; end
    S15: begin money_account = 5'b01111; end
    S16: begin money_account = 5'b10000; end
    S17: begin money_account = 5'b10001; end
    S18: begin money_account = 5'b10010; end
    S19: begin money_account = 5'b10011; end
    S20: begin money_account = 5'b10100; end
    S21: begin money_account = 5'b10100; end
    S22: begin money_account = 5'b10100; end
    S23: begin money_account = 5'b10100; end
    S24: begin money_account = 5'b10100; end
    S25: begin money_account = 5'b10100; end
    endcase
end 
always@(c_change_state or temp_c_state or c_state) begin
    case(c_change_state)
    not_take:
        case(c_state) 
            S21: begin change_out = 2'b01; end
            S22: begin change_out = 2'b01; end
            S23: begin change_out = 2'b01; end
            S24: begin change_out = 2'b01; end
            S25: begin change_out = 2'b10; end
            default : change_out = 2'b00;
        endcase
    take:
        case(temp_c_state)
        S0: begin change_out = 2'b00; end
        S1: begin change_out = 2'b01; end
        S2: begin change_out = 2'b01; end
        S3: begin change_out = 2'b01; end
        S4: begin change_out = 2'b01; end
        S5: begin change_out = 2'b10; end
        S6: begin change_out = 2'b10; end
        S7: begin change_out = 2'b10; end
        S8: begin change_out = 2'b10; end
        S9: begin change_out = 2'b10; end 
        S10: begin change_out = 2'b10; end
        S11: begin change_out = 2'b10; end
        S12: begin change_out = 2'b10; end
        S13: begin change_out = 2'b10; end
        S14: begin change_out = 2'b10; end
        S15: begin change_out = 2'b10; end
        S16: begin change_out = 2'b10; end
        S17: begin change_out = 2'b10; end
        S18: begin change_out = 2'b10; end
        S19: begin change_out = 2'b10; end
        S20: begin change_out = 2'b10; end
        S21: begin change_out = 2'b10; end
        S22: begin change_out = 2'b10; end
        S23: begin change_out = 2'b10; end
        S24: begin change_out = 2'b10; end
        S25: begin change_out = 2'b10; end
        endcase
    endcase
end
endmodule
==> impl_metrics.py <==
# Auto-generated metrics
metrics = {
    "clocking": {
        "cts_buffers": 3,
        "cts_setup_buffers": 0,
        "cts-htree-levels": 1,
        "clk_latency_ns": 0.24,
        "postCtsHoldBufs": 0,
        "cts.repair.resized": 0,
        "cts_max_path_buffers": 2,
        "clkTransAtPathRegs_ns": 0.05,
        "cts_tree": "built",
        "cts_root_buffer": "clkbuf_8",
    },
    "job": {
        "maxCapViolCount": 0,
        "warnings": 26,
    },
    "timing": {
        "rsz0062_at_grt": "false",
        "fin_tns_setup_ns": 0,
        "tightest_slew_ns": 0.697,
        "unclocked_pins": 7,
        "fin_crit_ns": 2.59,
        "fin_crit_sh_pct": 89.2,
        "slew_violations": 0,
        "holdWs_ns": 0.648,
        "untimed_endpoints": 14,
        "setup_viol": 0,
        "relSlewSlack_pct": 53.5,
        "fmax_mhz": 387,
        "hold_violations": 0,
        "skew_ns": 0.00418,
    },
    "worst_setup_path": {
        "cp-end-kind": "flop",
        "reg2regPathDepth": 5,
        "rrSetupSlack_ns": 0.59,
        "path_class": "primary input to flop",
        "r2r_end": "c_state[2]",
        "cp.required_ns": 3.01,
        "cp_max_fo": 10,
        "crit_arrival_ns": 2.69,
        "r2r_start": "c_state[1]",
        "start_kind": "primary input",
    },
    "hold_path": {
        "hp-class": "flop to flop",
        "worstHoldEndpoint": "c_change_state",
        "hp-start": "temp_c_state[3]",
        "whs_path_depth": 2,
    },
    "yosys": {
        "edf_count": 0,
        "synthDistinctLibCells": 49,
        "async_flop_share_pct": 63.2,
        "ys_area_sq_mm": 0.00141,
        "syn_area_per_cell_sq_um": 7.40,
        "synth_flops": 19,
        "syn_area_sq_mm": 0.00141,
        "synth_cells": 190,
        "top_cells_by_area": "dfrtp_1, dlxtn_1, a21oi_1",
        "ys_warn_count": 1,
        "ys_cells": 190,
        "top_cells_by_count": "a21oi_1, nand2_1, o21ai_0",
        "synth_top_cell_by_area": "dfrtp_1",
        "ys.flop_type": "dfrtp_1",
        "top_cell_area_share_pct": 21.4,
    },
    "route": {
        "vias": 1507,
        "routed_wl_um": 3940,
        "diodes": 0,
        "via_per_inst": 5.13,
        "drt-initial-drc-count": 188,
        "drc": 0,
        "firstDrtPassIters": 6,
        "ant_nets": 0,
        "routedWlPerCell_um": 13.4,
    },
    "floorplanning": {
        "num_rows": 31,
        "fp_util_pct": 19.5,
        "die_h_um": 106,
        "ios": 14,
        "core_area_sq_mm": 0.00721,
        "chipArea_sq_mm": 0.0112,
        "die_x_um": 106,
    },
    "power_and_ir_drop": {
        "power_frac_comb_pct": 54.6,
        "irDropWorstVdd_v": 0.000222,
        "pwr-share-seq_pct": 31.7,
        "sw_frac_of_total_pct": 49.0,
        "power_leakage_nw": 0.612,
        "p_int_w": 0.000673,
        "p_sw_w": 0.000646,
        "power.density_mw_per_mm2": 777,
        "clkPwrFrac_pct": 13.6,
    },
    "grt": {
        "grt_pass1_wl_um": 6630,
        "overflow": 0,
        "grtUsageTotal_pct": 6.72,
        "grt_max_degree": 23,
        "antenna_found_initial": 0,
        "grt_pass1_vias": 1312,
    },
    "layout": {
        "syn_to_final_growth_pct": 20.8,
        "fill_cells": 801,
        "final_layout_size_suffix_gt1_share_pct": 6.15,
    },
    "run_status": {
        "status": "complete, no violations",
    },
    "placed_design": {
        "dp.final_hpwl_um": 2820,
        "io_buffers": 13,
        "gp_congestion": 0.942,
    },
}
power by group through the flow:
stage         Clock (W)  Sequential (W)  Combinational, W
finish         0.000180        0.000418          0.000721
global route   0.000193        0.000431          0.000799
CTS            0.000184        0.000410          0.000708
through the flow:
| stage | cells | power, W | instance area (sq um) | utilization, % | worst slack [ns] |
|---|---|---|---|---|---|
| after floorplan | 190 | 0.000941 | 1410 | - | 0.678 |
| final | 294 | 0.00132 | 1700 | 23.5 | 0.314 |
| after detailed placement | 290 | 0.00112 | 1640 | 22.8 | 0.0832 |
| after global routing | 294 | 0.00142 | 1700 | 23.5 | 0.108 |
| after global placement | 290 | 0.00112 | 1640 | 22.8 | 0.130 |
| after CTS | 294 | 0.00130 | 1700 | 23.5 | 0.316 |
routing by layer:
metal / GRT usage [%] / wire (um)
met1: 9.53 / 1740
met2: 10.9 / 1830
met3: 1.10 / 317
met4: 0.677 / 56
met5: 0 / 0
critical path, cell delays in order:
cell and delay (ns):
clkdlybuf4s50_1 0.48, inv_1 0.05, ha_1 0.20, or3_1 0.39
a221o_1 0.49, a2111oi_0 0.35, a32oi_1 0.15
logic make-up (layout without fill, tap and decap cells):
logic type                 count (synthesis)  in the layout  synth area share [%]
latches                                    7              7                  7.48
and+or+nand+nor                           67             67                  25.4
adders and majority gates                  2              2                  1.78
buffers and inverters                     26             31                  7.92
AOI/OAI and AO/OA                         75             75                  35.4
DFF                                       12             12                  21.4
muxes                                      1              1                 0.712
registers in the layout, indices dropped and copies added, names as in the netlist:
| name | count |
|---|---|
| temp_c_state | 5 |
| c_change_state | 1 |
| change_out | 2 |
| money_account | 5 |
| c_state | 5 |
| c_beverage_state | 1 |
placed cells by master, fill, tap and decap left out, types with 3 or more instances in the layout:
| cell type | count |
|---|---|
| a21oi_1 | 16 |
| o21a_1 | 5 |
| a32oi_1 | 3 |
| o22ai_1 | 5 |
| clkbuf_8 | 4 |
| dlxtn_1 | 7 |
| inv_1 | 5 |
| and2_1 | 4 |
| clkdlybuf4s50_1 | 13 |
| nand2b_1 | 5 |
| o21ai_0 | 16 |
| nor2_1 | 13 |
| nor3_1 | 5 |
| buf_4 | 7 |
| or3_1 | 4 |
| or4_1 | 3 |
| a31oi_1 | 4 |
| nor2b_1 | 6 |
| dfrtp_1 | 12 |
| o221ai_1 | 3 |
| nand2_1 | 16 |
worst max path at each step:
stage,start,to,slack (ns),depth (start not counted)
4_1_cts,coin_in[0],c_state[2],0.32,7
5_1_grt,coin_in[0],c_state[2],0.11,7
6_report,coin_in[0],c_state[2],0.31,7
layout make-up:
class                           count  area (sq um)  share of cell area, %
Multi-Input combinational cell    145           888                   52.3
Timing Repair Buffer               21           203                   11.9
Clock buffer                        4          55.1                   3.24
Sequential cell                    19           405                   23.9
Inverter                            6          22.5                   1.33
Tap cell                           99           124                   7.30
Power figures rest on the tool's default switching activity, not on a simulated workload.
